**flow/run.sh**
```bash
#!/bin/bash
# OpenROAD 26Q1-2900-gdf79404cd8, Yosys 0.63+post, stock flow scripts
make -C /OpenROAD-flow-scripts/flow DESIGN_CONFIG=/design/flow/config.mk WORK_HOME=/design/flow/orfs finish
```
**flow/config.mk**
```make
export PLATFORM = sky130hd
export DESIGN_NAME = uart_tx
export DESIGN_NICKNAME = uart_tx
export VERILOG_FILES = /design/flow/design.v
export SDC_FILE = /design/flow/constraint.sdc
export NUM_CORES = 4
export LEC_CHECK = 1
export CORE_AREA = 10 10 108 108
export DIE_AREA = 0 0 118 118
```
**flow/constraint.sdc**
```tcl
current_design uart_tx

set clk_period 2.4
set clk_io_pct 0.2

create_clock -name clk0 -period $clk_period [get_ports {iCLK_50}]

set non_clock_inputs [all_inputs -no_clocks]
set_input_delay [expr $clk_period * $clk_io_pct] -clock clk0 $non_clock_inputs
set_output_delay [expr $clk_period * $clk_io_pct] -clock clk0 [all_outputs]
```
**flow/design.v**
```verilog
module uart_tx
   #(
     parameter DBIT = 8,      
               STOP_TICK = 16   
   )
   (
    input wire iCLK_50, 
    input wire iRST_N,
    input wire iTX_START, 
    input wire iBAUD_RATE_TICK,
    input wire [7:0] iDATA,
    output reg oTRANSMITTED_TICK,
    output wire oTX
   );
   localparam [1:0]
      idle  = 2'b00,
      start = 2'b01,
      data  = 2'b10,
      stop  = 2'b11;
   reg [1:0] state_reg, state_next;
   reg [3:0] s_reg, s_next;
   reg [2:0] n_reg, n_next;
   reg [7:0] b_reg, b_next;
   reg tx_reg, tx_next;
   always @(posedge iCLK_50, negedge iRST_N)
      if (!iRST_N)
         begin
            state_reg <= idle;
            s_reg <= 0;
            n_reg <= 0;
            b_reg <= 0;
            tx_reg <= 1'b1;
         end
      else
         begin
            state_reg <= state_next;
            s_reg <= s_next;
            n_reg <= n_next;
            b_reg <= b_next;
            tx_reg <= tx_next;
         end
   always @*
   begin
      state_next = state_reg;
      oTRANSMITTED_TICK = 1'b0;
      s_next = s_reg;
      n_next = n_reg;
      b_next = b_reg;
      tx_next = tx_reg ;
      case (state_reg)
         idle: 
            begin 
               tx_next = 1'b1;
               if (iTX_START)  
                  begin
                     state_next = start;
                     s_next = 0;
                     b_next = iDATA;
                  end
            end
         start:  
            begin
               tx_next = 1'b0;
               if (iBAUD_RATE_TICK)
                  if (s_reg==15)
                     begin
                        state_next = data;
                        s_next = 0;
                        n_next = 0;
                     end
                  else
                     s_next = s_reg + 1;
            end
         data:  
            begin
               tx_next = b_reg[0];
               if (iBAUD_RATE_TICK)
                  if (s_reg==15)
                     begin
                        s_next = 0;
                        b_next = b_reg >> 1;
                        if (n_reg==(DBIT-1))
                           state_next = stop ;
                        else
                           n_next = n_reg + 1;
                     end
                  else
                     s_next = s_reg + 1;
            end
         stop:  
            begin
               tx_next = 1'b1;
               if (iBAUD_RATE_TICK)
                  if (s_reg==(STOP_TICK-1))
                     begin
                        state_next = idle;
                        oTRANSMITTED_TICK = 1'b1;
                     end
                  else
                     s_next = s_reg + 1;
            end
      endcase
   end
   assign oTX = tx_reg;
endmodule
```
==> run notes <==
The flow ran to the end, and the final reports show no timing, DRC or antenna violations. The share of the core area taken by cells at floorplan is 11.33%. Of the cells placed in the final design, the portion with a size suffix greater than 1 is 13.45%. Setup clock skew after layout: 1.510 ps.

Clock tree synthesis selected as its root buffer the cell clkbuf_8. Startpoint type of the worst setup path: a register. TritonCTS built the clock tree.

The area occupied by multi-input gates was 510.5 µm²; the setup TNS after final layout was 0 ps. The tally of OpenROAD warnings is 25. The number of cells in Yosys stat was 101. Looking at the clock tree report, the maximum root-to-sink buffer count equals 2. The flip-flop count of the largest register, all copies and words added was 8; the worst hold slack after final layout was 518.1 ps. The nature of the critical path endpoint is an output pin. Mean area per synthesized cell: 10.42 µm². The tools report the number of nets with antenna violations after detailed routing as 0. Sorting the Yosys area breakdown by cell type puts at the top dfrtp_1.

The report lists the number of cells resized after CTS as 0. The final period utilization is 90.33%, and the share of the synthesized area in the top cell type is 42.81%. The critical path in the final layout is reported with a setup slack of 232.0 ps.

Registers take 503.0 µm². The synthesis report lists the most area-consuming cells as dfrtp_1 43%, o22ai_1 8.9%, dfstp_2 5.0%. Yosys mapped a number of flops with a built-in enable equal to 0. With the wire length per cell after detailed routing at 10.39 µm, the clock-pin slew of the registers on the worst-case setup and hold paths is 70 ps. The family with the most delay on the worst path was buffers and inverters.

Among all flip-flop cells after synthesis, the most frequent one is dfrtp_1. At the worst endpoint, the arrival time is 1690 ps. The logs give 1072 for the number of fillers in the final layout and 1052 µm² for the netlist area before placement. Per the skew report, the later register of the worst-skew pair sees a clock latency of 250 ps. The flow reports an fmax of 0.4613 GHz. In this run the tightest slew margin relative to its limit is 61.50%. Along the worst path, the maximum fanout reaches 7. Setup repair after global routing left no endpoint under its margin. The die is 118 µm wide.

In this run the tool buffered the top-level ports with 13 buffer cells. The library cells used most frequently in the layout, excluding fill and tap cells, are 18 x dfrtp_1, 15 x o22ai_1, 13 x clkdlybuf4s50_1, 9 x nand2_1, 8 x a21oi_1. Synthesis produced 101 cells. According to the timing report, the data required time at the worst endpoint equals 1920 ps. The worst-margin pin slew was 573.7 ps; the synthesis warning total was 1. The run gives 1 for the count of buffer and inverter cells on the critical path. The post-CTS setup buffer count was 0; the stage delay of the slowest cell on the critical path was 470 ps. The tools report the total die size as 13920 µm². At the placement stage, the worst setup path has a slack of 252.4 ps.

The analysis attributes to cell leakage a power of 0.5233 nW. The report lists the power per cell area as 1012 nW/µm². Summed over all layers, the global routing overflow is 0. Count of vias placed by the detailed router: 833. The first routing iteration left 63 violations. At the end of routability-driven placement, the weighted congestion stood at 0.7466. The run gives 0 as the initial antenna violation count. Die height: 118 µm. Per the final timing report, the hold violations number 0. Endpoints with negative setup slack in the final report add up to 0.

Final critical-path required period: 2168 ps. By startpoint and endpoint, the worst setup path is classified as register to output pin. The first global-routing pass estimated 4202 µm of wire. The final max-slew violation count recorded for this run is 0. The CTS log lists the clock sinks for this run as 20. The synthesis stat section lists a flop and latch total of 20. After synthesis, flip-flops and latches occupy 47.80% of the total area.

After synthesis, the chip area reported by Yosys is 1052 µm². The final design utilization was 15.22%. The H-tree level count was 1. The leading cell type in the layout, fill and taps excluded was dfrtp_1. The number of hold buffers added after CTS came out at 0. The core outline area came out at 9284 µm².

The class of the tightest hold or removal check was register to register. Number of core rows: 35. The maximum number of pins on one net before global-route repair came out at 21. The number of global-route vias before repair was 804; the total routing resource utilization after global routing was 3.593%. 14 I/O pins were placed.

In this run the maximum-capacitance check reported violations numbering 0. The detailed-routing iteration count for the pre-antenna-repair pass was 4. For this design, the slowest cell found on the critical path is clkdlybuf4s50_1. The number of CTS-inserted buffers was 3; the routed via count divided by cell count was 3.359. The maximum ir drop on the vdd rail is 0.2657 mV, and the proportion of register bits with asynchronous set or reset after synthesis is 100.0%. Synthesis instantiated 34 different standard cells from the library. Compared with the post-synthesis result, the final layout area differs by 34.24%. The total wire length is 2577 µm, and the detailed-placement wirelength estimate is 1898 µm. The routed layout reports a DRC error count of 0. The cell sequence reported for the critical path is ha_1, nand4_1, nor2_1, clkdlybuf4s50_1. The tools report the count of inserted antenna diode cells as 0.
-- logic make-up (layout without fill, tap and decap cells) --
kind of cell    Yosys count  count (layout)  synth area share [%]
fa+ha+maj                 3               3                 3.568
flops                    20              20                 47.80
buf+inv                   8              26                 3.685
simple gates             29              29                 16.65
compound gates           38              38                 24.97
mux                       3               3                 3.329
-- cell usage after synthesis (2+ instances only) --
| cell type | number |
|---|---|
| a21oi_1 | 8 |
| mux2i_1 | 2 |
| ha_1 | 3 |
| o31ai_1 | 2 |
| o22ai_1 | 15 |
| nand2_1 | 9 |
| nand3_1 | 5 |
| clkbuf_1 | 2 |
| a22o_1 | 2 |
| inv_1 | 4 |
| nor2b_1 | 2 |
| dfstp_2 | 2 |
| dfrtp_1 | 18 |
| o21ai_0 | 4 |
| nor2_1 | 4 |
-- worst reg2reg max path: cells and delay by family (launching register included) --
kind            cells  cell delay, ps
mux                 1             320
flops               1             400
compound gates      1             170
simple gates        1             290
fa+ha+maj           2             440
-- per-stage QoR --
step / instances / total power [mW] / instance area (µm²)
2_1_floorplan: 101 / 1.030 / 1052
3_3_place_gp: 244 / 1.163 / 1358
3_5_place_dp: 244 / 1.177 / 1358
4_1_cts: 248 / 1.438 / 1413
5_1_grt: 248 / 1.545 / 1413
6_report: 248 / 1.429 / 1413
-- layer usage --
metal	share of wire, %	GRT usage [%]	vias to the layer above	wire [µm]
met2	46	5.245	14	1173
met5	0	0	-	0
met4	0.93	0.5410	0	24
met3	4.0	0.9723	4	104
li1	-	-	425	-
met1	49	5.254	390	1275
-- path summary, 6_finish.rpt --
path / slack (ps) / cells past startpoint / start / endpoint
worst max-delay path: 230 / 4 / s_reg[0] / oTRANSMITTED_TICK
worst min-delay path: 520 / 1 / b_reg[7] / b_reg[7]
worst max register to register: 670 / 5 / n_reg[0] / n_reg[0]
worst min register to register: 520 / 1 / b_reg[7] / b_reg[7]
max in group asynchronous: 1560 / 2 / iRST_N / tx_reg
min in group asynchronous: 570 / 2 / iRST_N / n_reg[2]
-- cell type report --
| cell class | instances | share of cell area, % |
|---|---|---|
| multi-input combinational | 73 | 36.14 |
| clock buffer | 4 | 3.897 |
| timing repair buffer | 18 | 11.87 |
| sequential | 20 | 35.61 |
| inverter | 4 | 1.063 |
| tap | 129 | 11.43 |
-- power breakdown --
part | leakage (nW) | internal [mW] | switching, mW | total [mW]
combinational | 0.255 | 0.277 | 0.287 | 0.564
clock | 0.0288 | 0.146 | 0.109 | 0.255
sequential | 0.240 | 0.481 | 0.130 | 0.610
Power is estimated from default activity; no workload was simulated.
